--- flow/run.sh ---
#!/bin/bash
# OpenROAD 26Q1-2900-gdf79404cd8, Yosys 0.63+post, stock flow scripts
make -C /OpenROAD-flow-scripts/flow DESIGN_CONFIG=/design/flow/config.mk WORK_HOME=/design/flow/orfs finish
--- flow/config.mk ---
export PLATFORM = sky130hd
export DESIGN_NAME = kalman_filter_v3
export DESIGN_NICKNAME = kalman_filter_v3
export VERILOG_FILES = /design/flow/design.v
export SDC_FILE = /design/flow/constraint.sdc
export NUM_CORES = 4
export LEC_CHECK = 1
export CORE_UTILIZATION = 40
--- flow/constraint.sdc ---
current_design kalman_filter_v3

set clk_period 16.7
set clk_io_pct 0.2

create_clock -name clk0 -period $clk_period [get_ports {clk}]

set non_clock_inputs [all_inputs -no_clocks]
set_input_delay [expr $clk_period * $clk_io_pct] -clock clk0 $non_clock_inputs
set_output_delay [expr $clk_period * $clk_io_pct] -clock clk0 [all_outputs]
--- flow/design.v ---
`timescale 1ns / 1ps
module divider_48cycle
#(
 parameter DIVISION_WIDTH   = 32,
 parameter QUOTIENT_WIDTH   = 32,
 parameter FRACTIONAL_WIDTH = 16
)
(
 input                                     clk,
 input                                     rstn,
 input                                     start,
 input       signed [DIVISION_WIDTH-1  :0] dividend,
 input       signed [DIVISION_WIDTH-1  :0] divisor,
 output reg     signed  [QUOTIENT_WIDTH+FRACTIONAL_WIDTH-1:0] division_out_o,
 output reg                                finish
    );
    function integer clogb2(input integer data_width);
		begin
			clogb2 = 0;
			data_width = data_width - 1;
			if(data_width) begin
			for (clogb2=1;data_width>1;clogb2=clogb2+1)
				data_width = data_width>>1;
			end
		end
	endfunction
   localparam COUNT_WIDTH = clogb2(DIVISION_WIDTH<<1);
   localparam IDLE = 2'd1;
   localparam CALC = 2'd2;
   reg  				[DIVISION_WIDTH-2                 :0] dividend_f;
   reg  				[DIVISION_WIDTH-2                 :0] divisor_f;
   reg  				[DIVISION_WIDTH-2                 :0] dividend_r;
   reg  				[DIVISION_WIDTH+FRACTIONAL_WIDTH-2:0] division_out_r;
   reg  				[COUNT_WIDTH-1                    :0] calc_count;
   reg  				[1                                :0] state;
	 reg                                        				calc_valid;
   wire                                       				sign_flag;
   wire 				[1                                :0] msb_bits;
	 wire	signed  [QUOTIENT_WIDTH+FRACTIONAL_WIDTH-1:0] division_out;
	 wire	signed 	[QUOTIENT_WIDTH-1  								:0] quotient;
	 wire         [FRACTIONAL_WIDTH-1								:0] fractional;
   assign msb_bits = {dividend[DIVISION_WIDTH-1],divisor[DIVISION_WIDTH-1]};
   always @(posedge clk)
     begin
       if(!rstn) begin
					state <= IDLE;
					dividend_f <= 0;
					divisor_f <= 0;	
					dividend_r <= 0;
					division_out_r <= 0;
					calc_valid <= 1'b0;
       end
       else begin
         case(state)
					IDLE:
					begin
						if(start) begin
							case(msb_bits)
						2'b00: begin
							dividend_f <= dividend[DIVISION_WIDTH-2:0];
							divisor_f <= divisor[DIVISION_WIDTH-2:0];
						end
						2'b01: begin
							dividend_f <= dividend[DIVISION_WIDTH-2:0];
							divisor_f <= (~(divisor[DIVISION_WIDTH-2:0])) + 1'b1;
						end
						2'b10: begin
							dividend_f <= (~(dividend[DIVISION_WIDTH-2:0])) + 1'b1;
							divisor_f <= divisor[DIVISION_WIDTH-2:0];
						end
						2'b11: begin
							dividend_f <= (~(dividend[DIVISION_WIDTH-2:0])) + 1'b1;
							divisor_f <= (~(divisor[DIVISION_WIDTH-2:0])) + 1'b1;
									end
						default: begin
							dividend_f <= dividend_f;
							divisor_f <= divisor_f; 
						end
								endcase
								dividend_r <= dividend[DIVISION_WIDTH-2];
								state <= CALC;
								calc_valid <= 1'b1;
									end
					end
					CALC:
					begin
						if(!finish) begin
								division_out_r <= division_out_r<<1;
								dividend_f <= dividend_f<<1;		 
							if(dividend_r >= divisor_f) begin
								division_out_r[0] <= 1'b1;
								dividend_r <= (dividend_r - divisor_f)<<1;
							end
							else begin
								division_out_r[0] <= 1'b0;
								dividend_r <= dividend_r<<1;
							end
								dividend_r[0] <= dividend_f[DIVISION_WIDTH-2];
						end
						else begin
								calc_valid <= 1'b0;
								state <= IDLE;
						end
					end
					default:
					begin
						state <= IDLE;
					end
					endcase
							end       
						end	     
   always @(posedge clk)
    begin
      if(!rstn)
        begin
					calc_count <= 0;
					finish <= 1'b0;
				end
			else begin 
				if(calc_valid)
          begin
						if(calc_count == DIVISION_WIDTH + FRACTIONAL_WIDTH)
							begin
								calc_count <= 0;
								finish <= 1'b1;
							end
						else begin
								calc_count <= calc_count + 1'b1;
								finish <= 1'b0;
							end       
					end
				else begin
						calc_count <= 0;
						finish <= 1'b0;
					end   
        end
    end
  assign sign_flag = ((dividend[(DIVISION_WIDTH-1)])^(divisor[(DIVISION_WIDTH-1)]));
	assign division_out = (sign_flag==1'b1)?{sign_flag,(~(division_out_r) + 1'b1)}:{sign_flag,division_out_r};
	always @(posedge clk)
		begin
			division_out_o <= division_out;
		end
endmodule
`timescale 1ns / 1ps
module kalman_filter_v3(
	input		wire														clk,
	input		wire														rstn,
	input		wire														valid,
	input		wire	signed	[DATA_WIDTH-1:0]	I_data_x,
	output	wire	signed	[DATA_WIDTH-1:0]	O_filter_data_x,
	output	reg															finish
  );
	parameter	DATA_WIDTH				=	32;
	parameter	MATRIX_WIDTH			= 32;
	parameter	FIX_POINT_WIDTH		=	16;
	parameter Q_value						=	32'h0000_1999; 
	parameter	FIRST_STAGE_R			= 32'h03e8_0000;
	parameter	SECOND_STAGE_R		=	32'h07d0_0000;
	parameter	THIRD_STAGE_R			=	32'h0bb8_0000;
	parameter	FOURTH_STAGE_R		=	32'h0fa0_0000;
	parameter	FIFTH_STAGE_R			=	32'h1388_0000;
	localparam	IDLE						=	3'd1;
	localparam	ESTIMATE				=	3'd2;
	localparam	KCOE						=	3'd3;
	localparam	UPDATE					=	3'd4;
	localparam	UPDATE_IDLE			=	3'd1;
	localparam	UPDATE_STEP1		=	3'd2;
	localparam	UPDATE_STEP2		=	3'd3;
	localparam	UPDATE_STEP3		=	3'd4;
	localparam	UPDATE_STEP4		= 3'd5;
	localparam	UPDATE_END			=	3'd6;
	reg signed	[MATRIX_WIDTH-1:0]	x_est[0:1];
	reg	signed	[MATRIX_WIDTH-1:0]	xp_est[0:3];
	reg	signed	[MATRIX_WIDTH-1:0]	xk[0:1];
	reg signed	[MATRIX_WIDTH-1:0]	x_update[0:1];
	reg	signed	[MATRIX_WIDTH-1:0]	p_update[0:3];
	reg	[2:0] main_current_state;
	reg [2:0] main_next_state;
	reg [2:0]	update_current_state;
	reg [2:0] update_next_state;
	reg	[DATA_WIDTH-1:0]	R_value;
	wire																						update_start;
	reg																							update_finish;
	reg																							divider_start;
	wire																						k0_divider_finish;
	wire																						k1_divider_finish;
	wire	signed [MATRIX_WIDTH-1:0]	k0_dividend_in,k1_dividend_in;
	wire	signed [MATRIX_WIDTH-1:0]	k0_divisor_in,k1_divisor_in;
	wire	signed [MATRIX_WIDTH+FIX_POINT_WIDTH-1:0]	k0_division_result,k1_division_result;
	function	integer r_value(input integer data);
		begin
			r_value = 0;
				if(data>32'h0028_0000)
					r_value = FIRST_STAGE_R;
				else if((data>32'h001e_0000))
					r_value = SECOND_STAGE_R;
				else if((data>32'h0014_0000))
					r_value = SECOND_STAGE_R;
				else if((data>32'h000a_0000))
					r_value = THIRD_STAGE_R;
				else if((data>32'h0005_0000))
					r_value = FOURTH_STAGE_R;
				else if((data>32'h0000_0000))
					r_value = FIFTH_STAGE_R;
				else r_value = r_value;
			end
	endfunction
	function	[31:0] abs_value(input [31:0] data);
		begin
			abs_value = 0;
			if(data[31])
				abs_value = -data; 
			else	abs_value = data;	
		end
	endfunction
	reg [DATA_WIDTH-1:0] abs_r_value;
	always @(posedge clk)
		begin
			if(!rstn)
				abs_r_value <= 'h0;
			else abs_r_value <= abs_value(x_update[0]-I_data_x);	
		end
	reg [DATA_WIDTH-1:0] R;
	always @(posedge clk)
		begin
			if(!rstn)
				R <= 'h0;
			else R <= r_value(abs_r_value);	
		end
	always @(posedge clk)
		begin
			if(!rstn) 
				main_current_state <= IDLE;
			else 
				main_current_state <= main_next_state;
		end
	always @(*)
		begin
			main_next_state = IDLE;
			case(main_current_state)
				IDLE: 
					begin
						if(valid)
							main_next_state = ESTIMATE;
						else
							main_next_state = IDLE;
					end
				ESTIMATE: 
					begin
						main_next_state = KCOE;
					end
				KCOE:
					begin
						if(k0_divider_finish)
							main_next_state = UPDATE;
						else
							main_next_state = KCOE;
					end
				UPDATE:
					begin
						if(update_finish)
							main_next_state = IDLE;
						else
							main_next_state = UPDATE;
					end
			endcase		
		end
	always @(posedge clk)
		begin
			if(!rstn)
				begin
					divider_start <= 1'b0;
					x_update[0] <= 'h0;
					x_update[1] <= 'h0;
					p_update[0] <= 'h0005_0000;
					p_update[1] <= 'h0;
					p_update[2] <= 'h0;
					p_update[3] <= 'h0005_0000;
					R_value <= 'h03e8_0000;
					xp_est[0] <= 'h0;
					xp_est[1] <= 'h0;
					xk[0] <= 'h0;
					xk[1] <= 'h0;
					R_value <= 'h0000_0000;	
				end
			else begin
				case(main_next_state)
					IDLE:
						begin
							divider_start <= 1'b0;
						end
					ESTIMATE:
						begin
							divider_start <= 1'b1;
							R_value <= R;
							x_est[0] <= x_update[0] + x_update[1];
							x_est[1] <= x_update[1];
							xp_est[0] <= p_update[0] + p_update[1] + p_update[2] + p_update[3] + Q_value;
							xp_est[1] <= p_update[1] + p_update[3];
							xp_est[2] <= p_update[2] + p_update[3];
							xp_est[3] <= p_update[3] + Q_value;
						end
					KCOE:
						begin
							divider_start <= 1'b0;
							xk[0] <= k0_division_result[MATRIX_WIDTH-1:0];
							xk[1] <= k1_division_result[MATRIX_WIDTH-1:0];
						end
					UPDATE:
						begin
							x_update[0] <= x_update_r4[0];
							x_update[1] <= x_update_r4[1];
							p_update[0] <= p_update_r3[0];
							p_update[1] <= p_update_r3[1];
							p_update[2] <= p_update_r3[2];
							p_update[3] <= p_update_r3[3];							
						end
				endcase		
			end			
		end
		assign update_start = k0_divider_finish;
		assign k0_dividend_in = xp_est[0];
		assign k0_divisor_in = xp_est[0] + R_value;
		assign k1_dividend_in = xp_est[2];
		assign k1_divisor_in = xp_est[0] + R_value;
		divider_48cycle U_k0_divider(
			.clk(clk), 
			.rstn(rstn), 
			.start(divider_start), 
			.dividend(k0_dividend_in), 
			.divisor(k0_divisor_in), 
			.division_out_o(k0_division_result), 
			.finish(k0_divider_finish)
		); 
		divider_48cycle U_k1_divider(
			.clk(clk), 
			.rstn(rstn), 
			.start(divider_start), 
			.dividend(k1_dividend_in), 
			.divisor(k1_divisor_in), 
			.division_out_o(k1_division_result), 
			.finish(k1_divider_finish)
		); 
	always @(posedge clk)
		begin
			if(!rstn)
				update_current_state <= UPDATE_IDLE;
			else
				update_current_state <= update_next_state;
		end
	always @(*)
		begin
			update_next_state = UPDATE_IDLE;
			case(update_current_state)
				UPDATE_IDLE:
					begin
						if(update_start)
							update_next_state = UPDATE_STEP1;
						else
							update_next_state = UPDATE_IDLE;
					end
				UPDATE_STEP1:
					begin
							update_next_state = UPDATE_STEP2;
					end
				UPDATE_STEP2:
					begin
							update_next_state = UPDATE_STEP3;
					end
				UPDATE_STEP3:
					begin
							update_next_state = UPDATE_STEP4;
					end	
				UPDATE_STEP4:
					begin
						update_next_state = UPDATE_END;
					end
				UPDATE_END:
					begin
						update_next_state = UPDATE_IDLE;
					end
				endcase				
		end
		reg signed [MATRIX_WIDTH-1									:0] x_update_r1[0:1];
		reg signed [MATRIX_WIDTH*2-1								:0]	x_update_r2[0:1];
		reg	signed [MATRIX_WIDTH+FIX_POINT_WIDTH-1	:0]	x_update_r3[0:1];
		reg signed [MATRIX_WIDTH-1									:0]	x_update_r4[0:1];
		reg	signed [MATRIX_WIDTH*2-1								:0]	p_update_r1[0:3];
		reg signed [MATRIX_WIDTH+FIX_POINT_WIDTH-1	:0]	p_update_r2[0:3];
		reg signed [MATRIX_WIDTH-1									:0]	p_update_r3[0:3];
		reg	step[0:0];
	always @(posedge clk)
		begin
			if(!rstn)
				begin
					finish	<= 1'b0;
					update_finish <= 1'b0;
					step[0] <= 1'b0;
					x_update_r1[0] <=	'h0;
					x_update_r1[1] <= 'h0;
					x_update_r2[0] <=	'h0;
					x_update_r2[1] <= 'h0;
					x_update_r3[0] <=	'h0;
					x_update_r3[1] <= 'h0;
					x_update_r4[0] <=	'h0;
					x_update_r4[1] <= 'h0;
				end
			else begin
					case(update_next_state)
						UPDATE_IDLE:
							begin
								step[0] <= 1'b1;
								finish	<= 1'b0;
								update_finish <= 1'b0;
							end
						UPDATE_STEP1:
							begin
								x_update_r1[0] <= I_data_x - x_est[0]; 
								x_update_r1[1] <= I_data_x;
							end
						UPDATE_STEP2:
							begin
								x_update_r2[0] <= x_update_r1[0] * xk[0];
								x_update_r2[1] <= x_update_r1[0] * xk[1];
								p_update_r1[0] <= xp_est[0] * xk[0];
								p_update_r1[1] <= xp_est[1] * xk[0];
								p_update_r1[2] <= xp_est[0] * xk[1];
								p_update_r1[3] <= xp_est[1] * xk[1];
							end
						UPDATE_STEP3:
							begin
								x_update_r3[0] <= x_update_r2[0]>>>16;
								x_update_r3[1] <= x_update_r2[1]>>>16;
								p_update_r2[0] <= p_update_r1[0]>>>16;
								p_update_r2[1] <= p_update_r1[1]>>>16;
								p_update_r2[2] <= p_update_r1[2]>>>16;
								p_update_r2[3] <= p_update_r1[3]>>>16;
							end
						UPDATE_STEP4:
							begin
								x_update_r4[0] <= x_est[0] + x_update_r3[0][31:0];
								x_update_r4[1] <= x_est[1] + x_update_r3[1][31:0];
								p_update_r3[0] <= xp_est[0] - p_update_r2[0];
								p_update_r3[1] <= xp_est[1] - p_update_r2[1];
								p_update_r3[2] <= xp_est[2] - p_update_r2[2];
								p_update_r3[3] <= xp_est[3] - p_update_r2[3][31:0];
							end
						UPDATE_END:
							begin
								update_finish <= 1'b1;
								finish	<= 1'b1;
							end
						endcase
				end
		end
	assign O_filter_data_x = x_update_r4[0];		
endmodule
==> impl_metrics.csv <==
group,metric,value,unit
layout,area_growth_syn_to_layout,6.08,%
job,drv_cap,0,
yosys,top_cell_area_share,0.418,
global_routing,grt-busiest-layer,"met2",
global_routing,grtUsageTotal,0.269,
critical_path,worstReg2RegStart,"xk[1][8]",
layout,most-common-layout-cells,"5106 x inv_1, 5103 x fa_1, 4245 x nand2_1",
detailed_routing,wl_per_cell,22.2,um
critical_path,worst-r2r-cell-count,30,
yosys,synth-async-reset-ratio,0,
cts,clockBufferDepth,4,
yosys,yosysWarnings,15,
critical_path,critPathMostFrequentCell,"fa_1",
yosys,ys_seq_share,0.140,
floorplanning,core_area,608000,sq um
yosys,ys_ff,1450,
power_and_ir_drop,p_total,0.00862,W
layout,regArea,34500,sq um
detailed_routing,dr.pass1.iters,6,
yosys,yosys-stat-cells,26600,
power_and_ir_drop,vdd_drop_max,73.4,uV
yosys,yosys-stat-area,244000,sq um
yosys,largest_area_cell,"fa_1",
floorplanning,die_area,614000,sq um
detailed_routing,detail-route-antenna-nets,0,
critical_path,start_kind,"flop",
power_and_ir_drop,p_leak,121,nW
power_and_ir_drop,power_density,33.3,nW/um^2
sta,finalCriticalPeriod,9.81,ns
sta,setup_viol,0,
power_and_ir_drop,clkPwrFrac,0.469,
sta,report.final.slew_viol_count,0,
layout,drive_gt1_frac,0.0370,
yosys,avgSynthCellArea,9.18,sq um
critical_path,critPathMaxStageDelay,0.62,ns
detailed_routing,drt_iter0_markers,8627,
worst_hold_path,hold_path_class,"reg -> reg",
global_routing,gr-usage-met2,0.391,
critical_path,r2r_setup_slack,6.89,ns
yosys,syn-cell-area,244000,sq um
global_routing,grt_util_met1,0.352,
worst_hold_path,holdPathStages,0,
global_routing,grt_pass1_vias,187000,
cts,cts_made_buffers,176,
critical_path,arrival,10.61,ns
layout,fillerInstances,58000,
floorplanning,row_count,286,
floorplanning,die_h,784,um
worst_hold_path,min_to,"p_update_r2[3][0]",
worst_hold_path,min_from,"p_update_r1[3][16]",
sta,worstMarginPinSlew,1.22,ns
yosys,synthTopCellsByArea,"fa_1 42%, inv_1 7.8%, dfxtp_1 7.7%",
cts,htree_levels,4,
power_and_ir_drop,p_sw_frac,0.277,
sta,fin_crit_sh,0.587,
power_and_ir_drop,netSwitchingPower,0.00238,W
global_routing,antenna_found_initial,44,
global_routing,grtUsageMet3,0.154,
yosys,ys_types,94,
yosys,edf_count,512,
power_and_ir_drop,pwr-share-comb,0.099,
power_and_ir_drop,intPower,0.00623,W
cts,post_cts_buffers,0,
job,warnings,32,
global_routing,grt_max_degree,87,
status,status,"completed",
critical_path,cp-end-kind,"flop",
detailed_routing,drt_wl_total,753000,um
sta,hold_viol_final,0,
sta,hold_ws,0.416,ns
cts,cts_resized,0,
layout,comb_area,185000,sq um
global_routing,overflow,0,
cts,clk_pin_slew_worst_paths,0.06,ns
yosys,ff_type,"dfxtp_1",
critical_path,criticalPathCategory,"reg -> reg",
detailed_routing,vias_per_cell,5.11,
cts,clock_latency,0.99,ns
place,hpwl,577000,um
place,numPortBuffers,67,
yosys,synth_cells,26600,
sta,relSlewSlack,0.181,
floorplanning,fp_util,0.402,
floorplanning,die_width,784,um
cts,hold_buffers,0,
cts,cts_tree,"done",
layout,lay_top_count,"inv_1",
cts,cts_root_buf,"clkbuf_16",
critical_path,slowest_stage,"a21oi_1",
cts,cts.sinks,1450,
power_and_ir_drop,seqPwrFrac,0.432,
critical_path,reg2reg_to,"x_update_r2[1][46]",
critical_path,cp_max_fo,32,
global_routing,grt_pass1_wl,1160000,um
floorplanning,ios,68,
sta,final.setup.tns,0,ns
sta,fmax,102,MHz
place,gp_congestion,0.995,
sta,fin_skew,0.140,ns
critical_path,crit_required,17.51,ns
detailed_routing,via_count,174000,
sta,grt_setup_unrepaired,"no",
detailed_routing,post-route-drc-count,0,
worst max-delay path by stage:
stage | from | endpoint | slack, ns | cells after the start
CTS | xk[1][2] | p_update_r1[3][47] | 7.01 | 27
global route | xk[1][8] | x_update_r2[1][46] | 6.49 | 30
finish | xk[1][8] | x_update_r2[1][46] | 6.89 | 30
power by group through the flow:
stage / sequential, W / combinational [W] / clock [W]
CTS: 0.00373 / 0.000847 / 0.00412
global route: 0.00373 / 0.000931 / 0.00424
finish: 0.00373 / 0.000851 / 0.00404
cell usage after synthesis (13+ instances only):
library cell,n
inv_1,5109
fa_1,5103
nand2_1,4248
and2_1,2585
ha_1,1470
clkbuf_1,1444
a21oi_1,1052
dfxtp_1,938
xnor2_1,705
nor2_1,682
edfxtp_1,512
o21ai_0,392
xor2_1,268
a21o_1,192
nor3_1,178
nor2b_1,161
nand3_1,152
nand2b_1,139
o21a_1,121
a211oi_1,120
or3_1,104
a21boi_0,89
mux2i_1,87
buf_1,75
and3_1,65
a31oi_1,54
o21bai_1,48
nand4_1,43
a311oi_1,37
nor4_1,34
o31ai_1,34
o211ai_1,31
o21ai_1,22
or2_2,22
o2111ai_1,21
a22oi_1,20
a211o_1,18
nor3b_1,17
a2111oi_0,13
or4_1,13
state kept, by name, summed over array words and instances, names as in the netlist, 64 cells and up:
signal,cells
p_update_r3,128
x_update_r2,64
x_update_r3,64
x_update_r4,64
x_est,64
x_update,64
p_update_r1,128
p_update_r2,128
xp_est,128
xk,64
p_update,128
cell families (layout without fill, tap and decap cells):
kind of cell               after synthesis  count (layout)  share of synthesized area
adders and majority gates             6573            6573                      0.493
buffers and inverters                 6640            5938                      0.102
DFF                                   1450            1450                      0.140
other                                    0              22                          0
AOI/OAI and AO/OA                     2404            2404                     0.0602
muxes                                   90              90                    0.00370
xor gates and xnor gates               973             973                     0.0349
and+or+nand+nor                       8492            8492                      0.166
critical path, delay by kind of cell (launching register included):
| family | cells | cell delay [ns] |
|---|---|---|
| adder cells (fa/ha/maj) | 9 | 4.28 |
| AND-OR/OR-AND | 7 | 2.10 |
| buffers and inverters | 8 | 1.56 |
| AND/OR/NAND/NOR | 6 | 1.11 |
| flip-flops | 1 | 0.50 |
layer usage:
metal  up-vias  part of all wire
li1      78100                 -
met1     87300              0.38
met2      7056              0.44
met5         -            0.0021
met4        68             0.040
met3      1124              0.14
layout make-up:
type / instances / area share
Timing Repair Buffer: 502 / 0.0156
Multi-Input combinational cell: 18500 / 0.715
Clock buffer: 232 / 0.0190
Inverter: 5110 / 0.0741
Sequential cell: 1450 / 0.133
Clock inverter: 94 / 0.00390
Tap cell: 8064 / 0.0389
Antenna cell: 22 / 0.000212
through the flow:
stage | cells | utilization | area (sq um) | setup WS [ns]
floorplan | 26600 | - | 244000 | 6.95
detailed placement | 33700 | 0.417 | 253000 | 7.20
CTS | 34000 | 0.426 | 259000 | 7.01
finish | 34000 | 0.427 | 259000 | 6.89
global route | 34000 | 0.427 | 259000 | 6.49
global placement | 33700 | 0.417 | 253000 | 7.11
No activity file was given, so power comes from the tool's default toggle rates.
