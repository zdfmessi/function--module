==> flow/design.v <==
`timescale 1ns / 1ps
module divider_48cycle_v3
#(
 parameter DIVISION_WIDTH   = 32,
 parameter QUOTIENT_WIDTH   = 32,
 parameter FRACTIONAL_WIDTH = 16
)
(
 input                                     clk,
 input                                     rstn,
 input                                     start,
 input       signed [DIVISION_WIDTH-1  :0] dividend,
 input       signed [DIVISION_WIDTH-1  :0] divisor,
 output      signed [QUOTIENT_WIDTH-1  :0] quotient,
 output             [FRACTIONAL_WIDTH-1:0] fractional,
 output reg                                finish
    );
    function integer clogb2(input integer data_width);
		begin
			clogb2 = 0;
			data_width = data_width - 1;
			if(data_width) begin
			for (clogb2=1;data_width>1;clogb2=clogb2+1)
				data_width = data_width>>1;
			end
		end
	endfunction
   localparam COUNT_WIDTH = clogb2(DIVISION_WIDTH<<1);
   localparam IDLE = 2'd1;
   localparam CALC = 2'd2;
   reg  [DIVISION_WIDTH-1                 :0] dividend_f;
   reg  [DIVISION_WIDTH-1                 :0] divisor_f;
   reg  [DIVISION_WIDTH-2                 :0] dividend_r;
   reg  [DIVISION_WIDTH-2                 :0] dividend_r_f;
   reg  [DIVISION_WIDTH-2                 :0] divisor_r;
   reg  [DIVISION_WIDTH+FRACTIONAL_WIDTH-2:0] division_out_r;
   reg  [COUNT_WIDTH-1                    :0] calc_count;
   reg  [1                                :0] state;
   reg                                        calc_en;
   wire                                       sign_flag;
   wire [1                                :0] msb_bits;
	 reg                                        start1;
	 reg                                        calc_valid;
	 always @(posedge clk)
	  begin
		  start1 <= start;
		end
   assign msb_bits = {dividend[DIVISION_WIDTH-1],divisor[DIVISION_WIDTH-1]};
   always @(posedge clk)
     begin
       case(msb_bits)
	  2'b00: begin
	    dividend_f <= dividend;
	    divisor_f <= divisor;
	   end
	  2'b01: begin
	    dividend_f <= dividend;
	    divisor_f <= (~divisor) + 1'b1;
	   end
	  2'b10: begin
	    dividend_f <= (~dividend) + 1'b1;
	    divisor_f <= divisor;
	   end
	  2'b11: begin
	    dividend_f <= (~dividend) + 1'b1;
	    divisor_f <= (~divisor) + 1'b1;
           end
	  default: begin
	    dividend_f <= dividend_f;
	    divisor_f <= divisor_f; 
	   end
        endcase
     end
   always @(posedge clk)
     begin
       if(!rstn) begin
         state <= IDLE;
	 dividend_r <= 0;
	 divisor_r <= 0;
	 division_out_r <= 0;
	 calc_valid <= 1'b0;
       end
       else begin
         case(state)
	 IDLE:
	 begin
		 if(start1) begin	
		    dividend_r <= dividend_f[DIVISION_WIDTH-2];
		    dividend_r_f <= dividend_f[DIVISION_WIDTH-2:0];
		    divisor_r <= divisor_f[DIVISION_WIDTH-2:0];
		    state <= CALC;
				calc_valid <= 1'b1;
	         end
	 end
	 CALC:
	 begin
	   if(!finish) begin
	     if(dividend_r >= divisor_r) begin
	       division_out_r <= division_out_r<<1;
	       division_out_r[0] <= 1'b1;
	       dividend_r_f <= dividend_r_f<<1;
	       dividend_r <= (dividend_r - divisor_r)<<1;
	       dividend_r[0] <= dividend_r_f[DIVISION_WIDTH-2]; 
	     end
	     else begin
	       division_out_r <= division_out_r<<1;
	       division_out_r[0] <= 1'b0;
	       dividend_r_f <= dividend_r_f<<1;
	       dividend_r <= dividend_r<<1;
	       dividend_r[0] <= dividend_r_f[DIVISION_WIDTH-2]; 
	     end
	   end
	   else begin
			 calc_valid <= 1'b0;
	     state <= IDLE;
	   end
	 end
	 default:
	 begin
	   state <= IDLE;
	 end
	endcase
       end       
     end	     
   always @(posedge clk)
     begin
       if(!rstn)
         begin
	  calc_count <= 0;
	  finish <= 1'b0;
	 end
	 else begin 
	   if(calc_valid)
             begin
	       if(calc_count == DIVISION_WIDTH + FRACTIONAL_WIDTH-1)
		 begin
		   calc_count <= 0;
	           finish <= 1'b1;
	         end
	       else begin
	         calc_count <= calc_count + 1'b1;
		 finish <= 1'b0;
	       end       
	     end
	   else begin
	     calc_count <= 0;
	     finish <= 1'b0;
	   end   
         end
     end	     
  assign sign_flag = ((dividend[(DIVISION_WIDTH-1)])^(divisor[(DIVISION_WIDTH-1)]));
	assign quotient = ((sign_flag==1'b1)?({sign_flag,(~(division_out_r[DIVISION_WIDTH+FRACTIONAL_WIDTH-2:FRACTIONAL_WIDTH]) + 1'b1)}):{sign_flag,division_out_r[DIVISION_WIDTH+FRACTIONAL_WIDTH-2:FRACTIONAL_WIDTH]});
  assign fractional =(division_out_r[FRACTIONAL_WIDTH-1:0]);
endmodule
==> flow/run.sh <==
#!/bin/bash
# OpenROAD 26Q1-2900-gdf79404cd8, Yosys 0.63+post, stock flow scripts
make -C /OpenROAD-flow-scripts/flow DESIGN_CONFIG=/design/flow/config.mk WORK_HOME=/design/flow/orfs finish
==> flow/config.mk <==
export PLATFORM = sky130hd
export DESIGN_NAME = divider_48cycle_v3
export DESIGN_NICKNAME = divider_48cycle_v3
export VERILOG_FILES = /design/flow/design.v
export SDC_FILE = /design/flow/constraint.sdc
export NUM_CORES = 4
export LEC_CHECK = 1
export CORE_UTILIZATION = 40
==> flow/constraint.sdc <==
current_design divider_48cycle_v3

set clk_period 8.0
set clk_io_pct 0.2

create_clock -name clk0 -period $clk_period [get_ports {clk}]

set non_clock_inputs [all_inputs -no_clocks]
set_input_delay [expr $clk_period * $clk_io_pct] -clock clk0 $non_clock_inputs
set_output_delay [expr $clk_period * $clk_io_pct] -clock clk0 [all_outputs]
==> reports/qor.csv <==
metric,value,unit
status,"complete, no violations",
ys.flop_type,dfxtp_1,
num_rows,60,
ys_seq_frac,0.4196,
setup_ws,2.809,ns
endpoint_kind,output pin,
grt_max_degree,58,
syn-mean-instance-area,8.834,µm²
hold_buffers,0,
ys_types,67,
sw_frac_of_total,0.2727,
final_core_util,0.4846,
path_buffers,5,
relSlewSlack,0.5359,
setup_tns,0,ns
yosys_warnings,1,
synth-async-reset-ratio,0,
edf_count,31,
fmax,0.1926,GHz
warnings,27,
worstMarginPinSlew,0.6897,ns
pwr-share-clk,0.380,
drive_gt1_frac,0.07790,
cts_max_path_buffers,3,
slew_viol_final,0,
ys_area,10900,µm²
drt_iter0_drc,442,
ys_cells,1234,
grt_pass1_vias,8058,
finalCritPeriodShare,0.6489,
p_comb_frac,0.208,
viasPerCell,5.054,
cp-start-kind,input pin,
gp_congestion,0.9010,
drcViolationCount,0,
initCoreUtil,0.4056,
root_buffer,clkbuf_16,
antenna_found_initial,3,
internal-power,2.114,mW
cts_tree,built,
power.density,223.2,nW/µm²
p_sw,792.6,µW
fin_hold_ws,0.4414,ns
critPathMaxStageDelay,0.50,ns
numCtsBuffers,24,
syn2layout_area_growth,19.46,%
port_buffers,115,
dp_hpwl,16920,µm
wl_per_cell,14.17,µm
peakVddDrop,0.0001569,V
io_pins,116,
layout_min_cycle_time,5.191,ns
final_antenna_net_count,0,
fp.dieW,167.1,µm
globalRouteTotalUtil,0.1781,
crit_chain,clkdlybuf4s50_1 -> inv_1 -> ha_1 -> buf_4 -> inv_1 -> o21ai_0 -> xnor2_1 -> clkdlybuf4s50_1,
worst-path-max-fanout,29,
diodes,0,
clock_sinks,213,
finalSetupViolCount,0,
skew,0.008277,ns
synth_area,10900,µm²
worstSetupPathType,input pin to output pin,
crit_path_top_delay_cell,clkdlybuf4s50_1,
seqPwrFrac,0.412,
core_area,26880,µm²
cts_resized,0,
htreeDepth,1,
p_leak,4.981,nW
maxCapViolCount,0,
synth-seq-cells,213,
die_y,167.1,µm
clk_latency,0.51,ns
routed_wl,23750,µm
path_clk_slew,0.06,ns
syn_inst,1234,
critPathRequiredTime,6.40,ns
num_vias,8470,
critical_path.top_delay_family,buffers and inverters,
post_cts_buffers,0,
hold_viol_final,0,
grt_pass1_wl,40150,µm
holdCritPathClass,flip-flop to flip-flop,
overflow,0,
drtPass1Iterations,4,
cp_data_arrival_time,3.59,ns
preCtsSetupSlack,2.801,ns
dieArea,27920,µm²
rsz0062_at_grt,no,
==> kinds of logic (layout without fill, tap and decap cells) <==
kind of cell               Yosys count  count (layout)  synth area share
AOI/OAI and AO/OA                  293             293            0.1759
buffers and inverters              127             228           0.05452
xor gates and xnor gates           113             113           0.09078
muxes                               45              45           0.04476
and+or+nand+nor                    404             404            0.1689
DFF                                213             213            0.4196
adders and majority gates           39              39           0.04545
==> layer usage <==
metal | GRT usage | share of wire | wire length [µm]
met2 | 0.2738 | 0.44 | 10400
met1 | 0.2738 | 0.49 | 11710
met5 | 0 | 0.0011 | 27
met3 | 0.02961 | 0.046 | 1103
met4 | 0.03221 | 0.021 | 506
==> state kept, by name, summed over array words and instances (netlist names) <==
name	count
dividend_r	31
state	2
divisor_f	31
divisor_r	31
calc_count	6
finish	1
dividend_f	31
start1	1
dividend_r_f	31
calc_valid	1
division_out_r	47
==> power groups by stage <==
| stage | Clock (mW) | Combinational (mW) | Sequential [mW] |
|---|---|---|---|
| 6_report | 1.10 | 0.605 | 1.20 |
| 5_1_grt | 1.18 | 0.677 | 1.21 |
| 4_1_cts | 1.13 | 0.606 | 1.20 |
==> final timing paths <==
path / from / end / slack (ns) / depth (start not counted)
min: divisor_f[6]$_DFF_P_ / divisor_r[6]$_SDFFE_PN0P_ / 0.44 / 2
max reg2reg: divisor_r[3]$_SDFFE_PN0P_ / dividend_r[2]$_SDFFE_PN0P_ / 4.56 / 11
max: dividend[31] / quotient[10] / 2.81 / 8
min reg2reg: divisor_f[6]$_DFF_P_ / divisor_r[6]$_SDFFE_PN0P_ / 0.44 / 2
==> per-stage QoR <==
stage	power (mW)	instance area, µm²	cells
2_1_floorplan	1.681	10900	1234
3_3_place_gp	1.823	12200	1632
3_5_place_dp	1.824	12200	1632
4_1_cts	2.940	13020	1676
5_1_grt	3.067	13020	1676
6_report	2.907	13020	1676
==> layout make-up <==
class	count	area (µm²)
Sequential cell	213	4574
Clock buffer	38	754.5
Multi-Input combinational cell	894	5746
Fill cell	2514	13850
Inverter	55	206.4
Tap cell	341	426.7
Timing Repair Buffer	129	1251
Clock inverter	6	65.06
==> synth_stat cells, types with 9 or more instances <==
cell        n  area share
a21boi_0   80       0.055
a21o_1     10      0.0069
a21oi_1    67       0.031
a31oi_1    11      0.0063
a32oi_1    10      0.0080
and2_1      9      0.0052
buf_4      22       0.015
clkbuf_1   40       0.014
dfxtp_1   182        0.33
edfxtp_1   31       0.085
ha_1       38       0.044
inv_1      55       0.019
mux2_2     30       0.031
mux2i_1    15       0.014
nand2_1   218       0.075
nand2b_1   15      0.0086
nand3_1    15      0.0069
nor2_1     66       0.023
nor3_1     18      0.0083
nor4_1      9      0.0052
o21ai_0    53       0.024
o21ai_1    17      0.0078
or3_1      11      0.0063
xnor2_1    48       0.039
xor2_1     65       0.052
==> worst reg2reg max path, stage by stage (launching register included) <==
cell and delay, ns:
dfxtp_1 0.33, inv_1 0.06, ha_1 0.36, o211ai_1 0.11
a21oi_1 0.28, o31ai_1 0.20, a311o_1 0.35, a21oi_1 0.50
or2_1 0.46, buf_4 0.36, a21oi_1 0.12, a22o_1 0.20
==> cell usage in the layout (no fill, tap or decap), types with 4 or more instances in the layout <==
master	instances
nand2_1	218
dfxtp_1	182
clkdlybuf4s50_1	114
a21boi_0	80
a21oi_1	67
nor2_1	66
xor2_1	65
inv_1	55
o21ai_0	53
xnor2_1	48
ha_1	38
edfxtp_1	31
mux2_2	30
clkbuf_16	25
nor3_1	18
o21ai_1	17
nand3_1	15
mux2i_1	15
nand2b_1	14
buf_4	14
or3_1	11
a31oi_1	11
a21o_1	10
a32oi_1	10
nor4_1	9
and2_1	9
o31ai_1	8
clkbuf_8	8
o21a_1	6
nor3b_1	5
and3_1	5
o211ai_1	5
clkbuf_1	5
or4_1	4
and4_1	4
Power figures rest on the tool's default switching activity, not on a simulated workload.
