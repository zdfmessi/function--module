===== config.mk =====
export PLATFORM = sky130hd
export DESIGN_NAME = clk_divide_even
export DESIGN_NICKNAME = clk_divide_even
export VERILOG_FILES = /design/flow/design.v
export SDC_FILE = /design/flow/constraint.sdc
export NUM_CORES = 4
export LEC_CHECK = 1
export CORE_AREA = 10 10 70 70
export DIE_AREA = 0 0 80 80

===== constraint.sdc =====
current_design clk_divide_even

set clk_period 2.3
set clk_io_pct 0.2

create_clock -name clk0 -period $clk_period [get_ports {clk}]

set non_clock_inputs [all_inputs -no_clocks]
set_input_delay [expr $clk_period * $clk_io_pct] -clock clk0 $non_clock_inputs
set_output_delay [expr $clk_period * $clk_io_pct] -clock clk0 [all_outputs]

===== design.v =====
`timescale 1ns / 1ps
module clk_divide_even(
	input clk,
	input rstn,
	output clk_even
    );
	localparam N=8;
	reg [N/2:0] cnt;
	reg clk_even_r;
	always @(posedge clk)
		if(!rstn) begin
			cnt <= 4'b0;
			clk_even_r <= 1'b0;
		end
		else if (cnt == (N/2-1)) begin
			cnt <= 4'b0;
			clk_even_r <= ~clk_even_r;
		end
				else begin
			cnt <= cnt+1'b1;
			clk_even_r <= clk_even_r;
				end
	assign clk_even = clk_even_r;
endmodule

===== run.sh =====
#!/bin/bash
# OpenROAD 26Q1-2900-gdf79404cd8, Yosys 0.63+post, stock flow scripts
make -C /OpenROAD-flow-scripts/flow DESIGN_CONFIG=/design/flow/config.mk WORK_HOME=/design/flow/orfs finish

==> changes_impl.md <==
### Changed

- Status: completed
- Combinational share of power: 8.2%
- Die Y-Extent: 80 µm
- Worst Path Buf+Inv: 1
- CP peak stage delay: 0.48 ns
- # Cells Yosys: 23
- MUX share of area: 0%
- Dominant kind of combinational cell: simple AND/OR/NAND/NOR gates
- Flop pwr share: 50.5%
- Hold Fails Final Rpt: 0
- Fin crit share: 65.61%
- Crit path time final: 1.509 ns
- Crit path DRT: 1.84 ns
- Dpl ws: 0.8664 ns
- Pwr dens: 662.5 nW/µm²
- Drt via density: 2.378
- Yosys Warn Count: 1
- Antenna cells: 0
- Rel. slew slack: 88.58%
- Slew @ Worst Pin: 0.1710 ns
- Initial antenna violation count: 0
- Area delta synth->final: 41.45%
- Net Sw Frac: 19.79%
- Maximum root-to-sink buffer count: 2
- Vias in the first global route: 175
- Row count: 21
- DRT antenna net count: 0
- Share of layout cells above drive strength 1: 17.86%
- Fillers: 406
- Element type at the critical path start: flip-flop
- Reg clk slew, reported paths: 0.04 ns
- Maximum clock rate: 662.7 MHz
- RSZ-0062 raised after global routing: no
- DR iter-0 viols: 2
- Xor/xnor share: 10.88%
- Wirelength per Cell: 5.081 µm
- Clk ins delay skew pair: 0.24 ns
- Setup TNS: 0 ns
- Slowest CP cell: clkdlybuf4s50_1
- Slack of the critical path: 0.7910 ns
- Die area: 6400 µm²
- Leak Pwr: 0.1185 nW
- Adder Area Share: 5.181%
- Worst hold path class: reg -> reg
- Critical Path AT: 1.05 ns
- Critical path class: reg -> out
- YS chip area: 241.5 µm²
- First-pass GRT wire length: 683 µm
- Core area: 3416 µm²
- Sink Count: 6
- H-tree lvl count: 1
- AND/OR/NAND/NOR Cells, Area Fraction: 29.02%
- Largest net degree at the start of global routing: 7
- DR DRC count: 0
- Mean Syn Cell Area: 10.50 µm²
- Maxcap violations: 0
- Final wirelength: 376 µm
- Cell count after synthesis: 23
- Worst Setup End Kind: output pin
- Max Slew Vio Count: 0
- Overflow after GRT: 0
- Post-CTS Setup Repair Bufs: 0
- Initial Utilization: 7.070%
- Mapped Area: 241.5 µm²
- Top Family by Delay on Critical Path: buffers and inverters
- CTS tree: built
- Drt first pass iters: 4
- Net Switching: 0.04479 mW
- Count of tool warnings: 25
- Hold_buf cts: 0
- Internal power: 0.1815 mW
- CP Max Fanout: 2
- Routed via count: 176
- Setup violators final: 0
- Aoi share: 5.181%
- Peak VDD IR: 0.0003082 V
- I/O Buffers: 2
- Root Buffer Master: clkbuf_4
- TritonCTS Buffers: 3
- Final GP Congestion: 0.6281
- Seq cells post-synth: 6
- Yosys cell types: 13
- Clk_skew: 0.002861 ns
- Die W: 80 µm
- Clock group share of total power: 41.4%
- All-Layer GR Usage: 1.415%
- IO Pins: 3
- Seq share, synth: 49.74%
- Post-CTS Resized: 0
- Crit-path cells: clkdlybuf4s50_1
==> kinds of logic after synthesis <==
kind of cell	count (synthesis)
xor gates and xnor gates	3
AOI/OAI and AO/OA	2
adders and majority gates	1
DFF	6
and+or+nand+nor	11
==> layer usage <==
| layer | global-route usage [%] | up-vias | routed length [µm] |
|---|---|---|---|
| li1 | - | 87 | - |
| met1 | 1.736 | 81 | 191 |
| met2 | 1.525 | 8 | 117 |
| met3 | 1.591 | 0 | 67 |
| met4 | 0.3521 | 0 | 0 |
| met5 | 0 | - | 0 |
==> final timing paths <==
path                                              start                 endpoint  slack (ns)  cells past startpoint
worst min register to register        cnt[0]$_SDFF_PP0_        cnt[0]$_SDFF_PP0_        0.45                      1
worst min-delay path                  cnt[0]$_SDFF_PP0_        cnt[0]$_SDFF_PP0_        0.45                      1
worst max-delay path            clk_even_r$_SDFFE_PN0N_                 clk_even        0.79                      1
worst max register to register        cnt[0]$_SDFF_PP0_  clk_even_r$_SDFFE_PN0N_        0.84                      4
==> per-stage QoR <==
step	std cells	total power, mW	instance area [µm²]	utilization [%]	hold WS (ns)
final	74	0.2263	341.6	10.00	0.4523
after global routing	74	0.2453	341.6	10.00	0.4768
after CTS	74	0.2307	341.6	10.00	0.4488
after detailed placement	71	0.1346	319.1	9.341	0.4413
after global placement	71	0.1338	319.1	9.341	0.4338
after floorplan	23	0.1267	241.5	-	0.4171
==> Yosys cell counts, drive strengths merged <==
master	count	area, µm²
dfxtp	6	120.1
and2	3	18.77
xnor2	3	26.28
nand3	2	10.01
a21boi	1	7.510
and3	1	7.510
ha	1	12.51
nand2	1	3.750
nand2b	1	6.260
nor2	1	3.750
nor2b	1	6.260
o21ai	1	5.000
or4b	1	13.76
==> layout by cell type (no fill, tap or decap) <==
cell type        count
nor2_1               1
o21ai_0              1
nand2_1              1
a21boi_0             1
xnor2_1              3
or4b_4               1
nand2b_1             1
clkbuf_4             3
dfxtp_1              6
ha_1                 1
and2_1               3
and3_2               1
clkdlybuf4s50_1      2
nor2b_1              1
nand3_1              2
==> sequential cells by signal (all words and copies together), names as in the netlist <==
register	count
cnt	5
clk_even_r	1
==> cell type report <==
class / count / area [µm²] / share of cell area, %
timing repair buffer: 2 / 20.02 / 5.861
clock buffer: 3 / 22.52 / 6.593
multi-input combinational: 17 / 121.4 / 35.53
sequential: 6 / 120.1 / 35.16
tap: 46 / 57.56 / 16.85
==> power by group through the flow <==
stage | Sequential, mW | Combinational, mW | Clock [mW]
4_1_cts | 0.114 | 0.0187 | 0.0978
5_1_grt | 0.114 | 0.0225 | 0.108
6_report | 0.114 | 0.0185 | 0.0936
Power and IR drop assume default switching activity.
